`design.v`:
```
module switch_adapter(
input logic clk,
input logic en,
input logic addr,
input logic lddr,
input logic [15:0] ldsr,
output logic [15:0] rd
);
logic dr;
logic sr;
always_ff @(posedge clk)
begin
	dr <= lddr;
	if(lddr != dr)
		sr <= 1;
	if(!ldsr && addr && en)
		sr <= 0;
end
assign rd = {15'b0, (addr ? sr : dr)};
endmodule
```
`constraint.sdc`:
```
current_design switch_adapter

set clk_period 1.2
set clk_io_pct 0.2

create_clock -name clk0 -period $clk_period [get_ports {clk}]

set non_clock_inputs [all_inputs -no_clocks]
set_input_delay [expr $clk_period * $clk_io_pct] -clock clk0 $non_clock_inputs
set_output_delay [expr $clk_period * $clk_io_pct] -clock clk0 [all_outputs]
```
`config.mk`:
```
export PLATFORM = sky130hd
export DESIGN_NAME = switch_adapter
export DESIGN_NICKNAME = switch_adapter
export VERILOG_FILES = /design/flow/design.v
export SDC_FILE = /design/flow/constraint.sdc
export NUM_CORES = 4
export LEC_CHECK = 1
export CORE_AREA = 10 10 70 70
export DIE_AREA = 0 0 80 80
```
`run.sh`:
```
#!/bin/bash
# OpenROAD 26Q1-2900-gdf79404cd8, Yosys 0.63+post, stock flow scripts
make -C /OpenROAD-flow-scripts/flow DESIGN_CONFIG=/design/flow/config.mk WORK_HOME=/design/flow/orfs finish
```
==> run notes <==
The flow completed. Detailed routing inserted a total of 238 vias. Count of endpoints failing hold in the final timing report landed at 0. Clock-pin slew of the registers on the worst-case setup and hold paths landed at 0.03 ns.

The leakage component of the power was reported as 0.201 nW. Standard cell core area landed at 3420 µm². Per the log, the first TritonRoute iteration ended with a DRC count of 1. The placement stage leaves a total instance area of 432 µm². After synthesis, the share of flip-flops with an asynchronous set or reset is 0. After routing the design area is 474 µm².

The initialized floorplan defines 21 standard-cell rows. Area of the chip landed at 6400 µm². Post-synth design cell area landed at 226 µm². Weighted congestion at the end of routability-driven global placement landed at slightly above 0.8. STA classifies the critical path startpoint as an input pin.

The final layout contains routed wiring with a total length of 864 µm. The number of global-route vias before repair was 304. Data required time of the critical path landed at 0.96 ns. Clock share of power landed at 0.503.

For this run, the register share of the synthesized area comes to 0.177. Residual DRC count landed at 0. Maximum clock skew at final layout landed at around 0.00068 ns. Post-synthesis area per instance landed at approximately 8.4 µm². The run finished with clean final reports. Per the summary, power density relative to cell area is 632 nW/µm².

The share of the core area taken by cells at floorplan is 0.0663. Relative area change from synthesis to final layout landed at 109%. Post-synthesis register bit count landed at 2. The post-synth count of flops with an enable pin is 0. Synthesis handed over a netlist of 27 instances. Combinational power share landed at 0.265. The biggest area contributor in the post-synthesis netlist is sky130_fd_sc_hd__buf_4. The startpoint identified for the worst register-to-register timing path is dr$_DFF_P_.

The tree is rooted in a sky130_fd_sc_hd__clkbuf_4. Total number of H-tree levels landed at 1. Total setup buffers inserted after CTS landed at 0. The routed design shows a via density per instance of 2.48. Proportion of total power due to net switching landed at 0.201. For this run, the top clock speed supported by timing is a little under 900 MHz.

According to the I/O placement log, the pin count is 36. As reported, the later end of the worst-skew pair has a clock insertion delay of ~0.23 ns. STA on the placed design reports a worst setup slack of -0.501 ns.

Share of final-layout standard cells stronger than drive strength 1 landed at 0.220. Clock sink total landed at 2. Number of cell instances on the worst register-to-register path landed at 3. Post-layout period usage of the worst path landed at 0.943. In the synthesized netlist, the cells that appear most often are sky130_fd_sc_hd__buf_4 (15), sky130_fd_sc_hd__dfxtp_1 (2), sky130_fd_sc_hd__nor4_1 (2). Initial antenna violation count landed at 0.

Die outline height landed at 80 µm. The longest clock path from root to sink contains 2 buffers. The most used flip-flop cell after synthesis is sky130_fd_sc_hd__dfxtp_1.

The warning tally printed by Yosys for this design is 1. IR analysis of the VDD net gives a maximum drop of 0.000145 V. OpenROAD emitted warnings numbering 25. The end-of-flow timing check tallies setup violations at 0.

The worst setup path is of the input pin to primary output kind. Pin count of the biggest net entering global routing landed at 3. Looking at the hold checks, the worst path lands on sr$_SDFFE_PP0P_.

Fraction of synthesized cell area taken by the top area cell type landed at 0.497. Overall routing resource usage recorded by global route was 0.0236. STA classifies the critical path endpoint as a primary output. Counting instances, the worst hold path has a depth of 3.

The HPWL after detailed placement is 740 µm. Clock period minus worst slack landed at 1.13 ns. Sequential group share of total power landed at 0.232. TritonCTS created 3 clock buffers. The worst register-to-register path ends at sr$_SDFFE_PP0P_.

At the worst endpoint, the arrival time is roughly 0.9 ns. Number of fill cells landed at 399. For this design the total switching power over the nets is 60.2 µW.

The die is 80 µm wide. The first global-routing pass estimated ~1200 µm of wire. Antenna repair during routing inserted a diode count of 0.

Chip area estimate from yosys synthesis landed at approximately 230 µm². The worst path meets setup with 0.0686 ns of slack. The most frequently used library cell after synthesis is sky130_fd_sc_hd__buf_4. According to the hold report, the worst path is of the input pin to flop type.

Internal power of the cells landed at between 200 and 250 µW. TritonCTS built the clock tree. Worst setup slack for register-to-register paths landed at 0.33 ns. STA lists the startpoint of the worst hold path as ldsr[1].

Yosys attributes the largest share of cell area to sky130_fd_sc_hd__buf_4 (50%), sky130_fd_sc_hd__dfxtp_1 (18%), sky130_fd_sc_hd__nor4_1 (5.5%), sky130_fd_sc_hd__mux2_2 (5.0%), sky130_fd_sc_hd__or4b_1 (4.4%). Count of input and output buffers landed at 20. Post-synthesis cell type count landed at 11. Per the Yosys statistics, synthesis produced 27 cells. Buffers inserted to repair hold after CTS numbered 0.

Count of antenna-violating nets left after detailed routing landed at 0. Max fanout on the critical path was recorded as 2. Number of optimization iterations in the first detailed-route pass landed at 2. Dividing the detail-routed wire length by the instance count gives 9.00 µm. Max-slew violation count landed at 0. The global route stage reports its total congestion overflow as 0. Number of maximum-capacitance violations landed at 0.
sequential cells by signal (all words and copies together), names as in the netlist:
register	cells
sr	1
dr	1
repair_timing:
| item | CTS | global route |
|---|---|---|
| pin swaps | 2 | 4 |
| gates resized | 8 | 5 |
| endpoints found under the setup margin | 2 | 1 |
cell usage in the layout (no fill, tap or decap), drive strengths merged:
master          n
conb           15
xor2            1
dlygate4sd2     3
mux2            1
o22a            1
dlymetal6s2s    2
buf             2
clkdlybuf4s50  14
nor2            1
or4b            1
clkbuf          3
dfxtp           2
nand4           1
nor4            2
nor4b           1
critical path, cell delays in order:
cell and delay [ns]:
sky130_fd_sc_hd__dlygate4sd2_1 0.21, sky130_fd_sc_hd__mux2_2 0.33, sky130_fd_sc_hd__buf_2 0.11
stage by stage:
stage	utilization	cells	total power [mW]	hold slack [ns]	TNS (ns)
finish	0.139	96	0.300	0.369	0
global route	0.139	96	0.322	0.399	-0.000400
CTS	0.132	96	0.311	0.451	0
detailed placement	0.126	93	0.152	0.471	-0.806
global placement	0.126	93	0.152	0.473	-0.797
floorplan	-	41	0.113	0.268	0
worst max path at each step:
stage	from	to	slack, ns	cells past startpoint
4_1_cts	en	sr$_SDFFE_PP0P_	0.006	3
5_1_grt	ldsr[6]	sr$_SDFFE_PP0P_	-0.0004	4
6_report	addr	rd[0]	0.07	3
final cells by class:
class	instances	area, µm²	share of cell area
multi-input cells	24	149	0.314
well taps	46	57.6	0.121
repair buffers	21	204	0.430
flip-flops and latches	2	41.3	0.0871
clock buffers	3	22.5	0.0475
cell families (layout without fill, tap and decap cells):
family / count (synthesis) / count (layout) / synth area share
buffers and inverters: 15 / 24 / 0.497
and+or+nand+nor: 6 / 6 / 0.182
DFF: 2 / 2 / 0.177
other: 1 / 15 / 0.0166
AOI/OAI and AO/OA: 1 / 1 / 0.0387
xor gates and xnor gates: 1 / 1 / 0.0387
muxes: 1 / 1 / 0.0497
power by group through the flow:
stage | Clock, mW | Combinational [mW] | Sequential (mW)
after CTS | 0.163 | 0.0781 | 0.0696
after global routing | 0.163 | 0.0892 | 0.0699
final | 0.151 | 0.0795 | 0.0696
metal layers:
| metal | up-vias | wire length [µm] | track usage |
|---|---|---|---|
| met5 | - | 0 | 0 |
| met4 | 0 | 21 | 0.0141 |
| met3 | 2 | 128 | 0.0170 |
| met2 | 30 | 307 | 0.0321 |
| met1 | 96 | 407 | 0.0259 |
| li1 | 110 | - | - |
No activity file was given, so power comes from the tool's default toggle rates.
