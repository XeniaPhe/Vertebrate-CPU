===== flow/config.mk =====
export PLATFORM = sky130hd
export DESIGN_NAME = seven_segment_decimal_adapter
export DESIGN_NICKNAME = seven_segment_decimal_adapter
export VERILOG_FILES = /design/flow/design.v
export SDC_FILE = /design/flow/constraint.sdc
export NUM_CORES = 4
export LEC_CHECK = 1
export CORE_AREA = 10 10 70 70
export DIE_AREA = 0 0 80 80

===== flow/constraint.sdc =====
current_design seven_segment_decimal_adapter

set clk_period 1.0
set clk_io_pct 0.2

create_clock -name clk0 -period $clk_period

set non_clock_inputs [all_inputs -no_clocks]
set_input_delay [expr $clk_period * $clk_io_pct] -clock clk0 $non_clock_inputs
set_output_delay [expr $clk_period * $clk_io_pct] -clock clk0 [all_outputs]

===== flow/design.v =====
module seven_segment_decimal_adapter(
input logic [3:0] bcd,
output logic [6:0] display
);
always_comb
begin
case(bcd)
	4'b0000 : display = 7'b1111110;
	4'b0001 : display = 7'b0110000;
	4'b0010 : display = 7'b1101101;
	4'b0011 : display = 7'b1111001;
	4'b0100 : display = 7'b0110011;
	4'b0101 : display = 7'b1011011;
	4'b0110 : display = 7'b1011111;
	4'b0111 : display = 7'b1110000;
	4'b1000 : display = 7'b1111111;
	4'b1001 : display = 7'b1111011;
	default : display = 7'b1001111;
endcase
end
endmodule

===== flow/run.sh =====
#!/bin/bash
# OpenROAD 26Q1-2900-gdf79404cd8, Yosys 0.63+post, stock flow scripts
make -C /OpenROAD-flow-scripts/flow DESIGN_CONFIG=/design/flow/config.mk WORK_HOME=/design/flow/orfs finish

==> impl_metrics.py <==
# Physical implementation metrics
metrics = {
    "run_status": {
        "status": "finished, violations left",
        "violations": "negative setup slack",
    },
    "route": {
        "antenna_cells": 0,
        "drt_first_pass_iters": 2,
        "final_antenna_net_count": 0,
        "drt_iter0_markers": 3,
        "route.detailed.drc": 0,
        "routedWlPerCell_um": 7.64,
        "viasPerCell": 2.64,
        "totalWireLength_um": 695,
        "num_vias": 240,
    },
    "layout": {
        "syn_to_final_growth_pct": 148,
        "regArea_um2": 0,
        "layout-drive-gt1-share": 0.689,
        "flops": 0,
        "fillCellCount": 393,
        "design_area_um2": 494,
        "nClkBuffers": 0,
        "fin_util": 0.145,
    },
    "sta": {
        "finalWorstSetupSlack_ps": -153,
        "drv_slew": 0,
        "worst_pin_slew_ps": 158,
        "hold_violations": 0,
        "finalSetupViolations": 7,
        "fmax_mhz": 867,
        "finalCritPeriodShare": 1.15,
        "rsz0062_at_grt": "yes",
        "final.setup.tns_ps": -836,
        "min_period_ps": 1150,
        "relSlewSlack": 0.895,
    },
    "synthesis": {
        "synth_cell_types": 12,
        "top_cell": "ha_1",
        "top_cell_area_share": 0.377,
        "ys_warn_count": 1,
        "syn_area_per_cell_um2": 7.37,
        "top_cells_by_count": "6 x ha_1, 4 x a21o_1, 4 x nand2b_1, 3 x inv_1",
        "ys_cells": 27,
        "syn_area_um2": 199,
        "topCellsByArea": "ha_1 38%, a21o_1 15%, nand2b_1 13%",
        "netlist_instances": 27,
        "yosysChipArea_um2": 199,
        "yosysTopAreaCell": "ha_1",
        "seq_area_frac_synth": 0,
    },
    "global_route": {
        "grt-ovfl-total": 0,
        "antenna_found_initial": 0,
        "grt_usage": 0.0210,
        "grt_pass1_vias": 278,
        "grt_pass1_wl_mm": 1.21,
        "grt_max_degree": 9,
    },
    "floorplanning": {
        "fp_util": 0.0582,
        "core-area_um2": 3420,
        "io_pins": 11,
        "die_w_um": 80,
        "fp-row-count": 21,
        "fp.dieH_um": 80,
        "die_area_um2": 6400,
    },
    "placed_design": {
        "numPortBuffers": 11,
        "placed_area_um2": 399,
        "pre_cts_slack_ps": -997,
        "place.gp.congestion": 0.749,
        "hpwlAfterDp_um": 550,
    },
    "worst_setup_path": {
        "critPathLaunchType": "input port",
        "cp.required_ps": 800,
        "cp.arrival_ps": 950,
        "critPathCaptureType": "output pin",
        "critPathKind": "in -> out",
        "cp_max_fo": 3,
    },
    "cts": {
        "hold_buffers": 0,
    },
    "run": {
        "tool_warnings": 39,
        "maxCapViolCount": 0,
    },
    "power_and_ir_drop": {
        "peakVddDrop_mv": 0.0505,
        "p_leak_nw": 0.214,
        "p_per_area_nw_per_um2": 331,
    },
    "min_path": {
        "hold_depth": 3,
        "hold_path.class": "in -> out",
    },
}
worst paths after layout:
kind,start,end,slack (ps)
min,bcd[3],display[0],740
max,bcd[0],display[2],-150
layout make-up:
class / count / area [um^2] / area share
Inverter: 3 / 23.8 / 0.0481
Tap cell: 46 / 57.6 / 0.116
Multi-Input combinational cell: 23 / 259 / 0.524
Timing Repair Buffer: 19 / 154 / 0.311
what timing repair did:
action | CTS | global route
setup endpoints to repair | 7 | 7
pin swaps | 9 | 4
resized | 60 | 3
setup buffers | 3 | 0
gates cloned | 0 | 0
layout by cell type, fill, tap and decap left out, types with 2 or more instances in the layout:
| cell type | Yosys | routed |
|---|---|---|
| ha_1 | 6 | 2 |
| nor2_1 | 2 | 2 |
| ha_4 | 0 | 3 |
| buf_4 | 0 | 4 |
| nand2b_4 | 0 | 3 |
| buf_8 | 0 | 2 |
| buf_6 | 0 | 4 |
| buf_2 | 1 | 8 |
| a21o_1 | 4 | 4 |
| nand2_1 | 2 | 2 |
power breakdown:
part	switching, W	total (W)	internal (W)
sequential	0	0	0
combinational	0.0000652	0.000164	0.0000985
clock	0	0	0
total	0.0000652	0.000164	0.0000985
cells by family (layout without fill, tap and decap cells):
logic type	Yosys count	after routing	synth area share
adders and majority gates	6	6	0.377
buffers and inverters	4	22	0.0817
and+or+nand+nor	10	10	0.258
AOI/OAI and AO/OA	7	7	0.283
through the flow:
stage | power, W | instances | hold slack (ps)
6_report | 0.000164 | 91 | 745
5_1_grt | 0.000180 | 91 | 775
4_1_cts | 0.000158 | 91 | 749
3_5_place_dp | 0.000131 | 88 | 1530
3_3_place_gp | 0.000130 | 88 | 1530
2_1_floorplan | 0.0000449 | 27 | 483
worst max-delay path, cell delays in order:
cell       delay [ps]
buf_8             110
inv_6              50
buf_6             100
ha_4              130
nand2b_4           50
buf_6             110
a2bb2oi_2         100
buf_2             100
routing by layer:
metal,GRT usage,vias up,routed length (um)
met1,0.0257,110,294
met2,0.0401,4,376
met3,0.00227,0,24
met4,0,0,0
met5,0,-,0
li1,-,126,-
Power and IR drop assume default switching activity.
