==> /design/flow/design.v <==
module seven_segment_adapter_4(
input logic clk,
input logic en,
input logic addr,
input logic [15:0] lddr,
output logic [15:0] rd,
output logic [3:0] gnds,
output logic [6:0] display
);
logic [15:0] dr;
logic [1:0] current_segment;
assign rd = (en && addr) ? 16'h0001 : 16'hFFFF;
always_comb
begin
	case(dr[current_segment])
		4'b0000 : display = 7'b1111110;
		4'b0001 : display = 7'b0110000;
		4'b0010 : display = 7'b1101101;
		4'b0011 : display = 7'b1111001;
		4'b0100 : display = 7'b0110011;
		4'b0101 : display = 7'b1011011;
		4'b0110 : display = 7'b1011111;
		4'b0111 : display = 7'b1110000;
		4'b1000 : display = 7'b1111111;
		4'b1001 : display = 7'b1111011;
		default : display = 7'b1001111;
	endcase
end
always_ff @(posedge clk)
begin
	gnds <= {gnds[2:0], gnds[3]};
	current_segment <= current_segment + 1;
	if(en && !addr)
		dr <= lddr;
end
initial
begin
	gnds = 4'b1110;
	current_segment = 0;
end
endmodule
==> /design/flow/run.sh <==
#!/bin/bash
# OpenROAD 26Q1-2900-gdf79404cd8, Yosys 0.63+post, stock flow scripts
make -C /OpenROAD-flow-scripts/flow DESIGN_CONFIG=/design/flow/config.mk WORK_HOME=/design/flow/orfs finish
==> /design/flow/config.mk <==
export PLATFORM = sky130hd
export DESIGN_NAME = seven_segment_adapter_4
export DESIGN_NICKNAME = seven_segment_adapter_4
export VERILOG_FILES = /design/flow/design.v
export SDC_FILE = /design/flow/constraint.sdc
export NUM_CORES = 4
export LEC_CHECK = 1
export CORE_AREA = 10 10 70 70
export DIE_AREA = 0 0 80 80
==> /design/flow/constraint.sdc <==
current_design seven_segment_adapter_4

set clk_period 2.3
set clk_io_pct 0.2

create_clock -name clk0 -period $clk_period [get_ports {clk}]

set non_clock_inputs [all_inputs -no_clocks]
set_input_delay [expr $clk_period * $clk_io_pct] -clock clk0 $non_clock_inputs
set_output_delay [expr $clk_period * $clk_io_pct] -clock clk0 [all_outputs]
==> results.toml <==
# synthesis and place-and-route metrics
[worst_setup_path]
crit_type = "register to output pin"
critPathRequiredTime_ps = 1840
startpoint_type = "register"
crit_fanout = 4
arrival_ps = 1700
critical_path.endpoint_type = "output pin"
r2r_slack_ps = 1700

[final_timing]
drv_slew = 0
fin_ws_ps = 141.9
max_freq_ghz = 0.4634
rsz0062_at_grt = "false"
fin_crit_ps = 2158
period_used_pct = 93.83
skew_ps = 0.07330
finalHoldViolations = 0
setup_viol = 0
setup_tns_ps = 0

[synthesis]
ys_area_sq_um = 454.2
yosysWarnings = 1
synthAoiAreaFrac_pct = 0
ys_top_cells_by_area = "buf_4 (35%), dfxtp_1 (26%), edfxtp_1 (26%)"
yosys_cells = 39
top_area_share_pct = 34.71
synthFlopType = "dfxtp_1"
synth.avg_cell_area_sq_um = 11.65
netlist_instances = 39
netlist_area_sq_um = 454.2
seq_area_frac_synth_pct = 52.89
synth_top_cell_by_area = "buf_4"
async_flop_share_pct = 0
synthSimpleGateAreaFrac_pct = 2.204
ys_sh_xor_pct = 1.928
edf_count = 4
ys_sh_adder_pct = 0
most_common_cell = "buf_4"
ys_types = 9
synth_flops = 10
topCombFamilyByArea = "buffers and inverters"
top_cells_by_count = "buf_4 (21), dfxtp_1 (6), edfxtp_1 (4)"
synth.area.mux_share_pct = 4.959

[route]
wirelength_microns = 923
vias_per_cell = 2.525
vias = 250
ant_nets = 0
insertedDiodeCount = 0
drt_iter0_markers = 12
dr.pass1.iters = 2
drc = 0
wl_per_cell_microns = 9.323

[clock_network]
clkSinkCount = 10
ctsResizeCount = 0
htreeDepth = 1
cts_setup_buffers = 0
cts_tree = "yes"
root_buffer = "clkbuf_4"
cts_hold_buf = 0
clock_latency_ps = 250
clkTransAtPathRegs_ps = 60
clock_path_buffers = 2
cts_buffers = 3

[placed_design]
gp_congestion = 0.6861
place_inst = 95
port_buffers = 29
dpl_cell_area_sq_um = 651.9
hpwl_microns = 822.7
place_ws_ps = 60.53

[floorplan]
num_io_pins = 46
die_h_microns = 80
rows = 21
dieArea_sq_mm = 0.006400
dieWidth_microns = 80
initial_core_util_pct = 13.30
core_sq_mm = 0.003416

[final_layout]
layout-drive-gt1-share_pct = 11.32
fillers = 380
syn_to_final_growth_pct = 50.14
final_cells = 99
design_area_sq_um = 681.9

[status]
status = "complete, no violations"

[power]
power.leakage_nw = 0.2542
irDropWorstVdd_uv = 137.9
finalPower_uw = 356.9
p_per_area_mw_per_mm2 = 523.5

[global_route]
grt_antenna_before_repair = 0
gr-total-overflow = 0
grt_first_pass_wirelength_microns = 1317
grt_max_degree = 16
grt_usage_pct = 2.641
first_global_vias = 254

[run]
warning_count = 37
cap_violations = 0

[min_path]
hold_class = "register to register"
-- cell families after synthesis --
group,count (synthesis)
flip-flops,10
buffers and inverters,23
multiplexers,1
XOR/XNOR,1
other,2
AND/OR/NAND/NOR,2
-- final timing paths --
path | startpoint | end | depth (start not counted)
worst max-delay path | current_segment[0]$_DFF_P_ | display[2] | 3
worst min register to register | gnds[3]$_DFF_P_ | gnds[0]$_DFF_P_ | 0
worst max register to register | current_segment[0]$_DFF_P_ | current_segment[1]$_DFF_P_ | 1
worst min-delay path | gnds[3]$_DFF_P_ | gnds[0]$_DFF_P_ | 0
-- sequential cells by signal, indices dropped and copies added (netlist names) --
| register | flops |
|---|---|
| gnds | 4 |
| current_segment | 2 |
| dr | 4 |
-- cell type report --
cell class,count,area (sq um),area share [%]
multi-input combinational,8,58.81,8.624
tap,46,57.56,8.440
inverter,2,7.507,1.101
sequential,10,241.5,35.41
timing repair buffer,29,290.3,42.57
clock buffer,4,26.28,3.853
-- layer usage --
layer / GRT usage [%] / part of all wire, % / wire (microns)
met5: 0 / 0 / 0
met1: 2.116 / 27 / 253
met3: 1.932 / 13 / 117
met2: 4.896 / 57 / 527
met4: 0.7042 / 2.6 / 24
-- placed cells by master, fill, tap and decap left out --
cell type,netlist,layout
nor2b_1,1,1
clkbuf_4,0,3
nand2_2,0,1
mux4_2,1,1
conb_1,2,4
dfxtp_2,0,1
inv_1,2,2
edfxtp_1,4,4
dfxtp_1,6,5
clkdlybuf4s50_1,0,29
xor2_1,1,1
clkbuf_1,0,1
-- worst max-delay path, stage by stage, from the launching register on --
cell	delay (ps)
dfxtp_2	360
mux4_2	490
inv_1	110
clkdlybuf4s50_1	480
-- per-stage QoR --
| stage | utilization (%) | hold slack, ps |
|---|---|---|
| 4_1_cts | 19.85 | 354.7 |
| 5_1_grt | 19.96 | 361.3 |
| 3_3_place_gp | 19.08 | 338.2 |
| 2_1_floorplan | - | 309.6 |
| 6_report | 19.96 | 352.2 |
| 3_5_place_dp | 19.08 | 339.2 |
-- report_power, final --
group	switching [mW]	internal [mW]	total, mW
logic	0.0103	0.0392	0.0494
clock network	0.0503	0.0665	0.117
registers	0.00102	0.190	0.191
total	0.0616	0.295	0.357
